File: design.v
`timescale 1ns / 1ps
module mux(
    input [7:0] address,
    input [7:0] rom_data_out,
    input [7:0] ram_data_out,
    input [7:0] port_in_00,
    input [7:0] port_in_01,
    output reg [7:0] data_out
    );
    always @(*) begin
        if (address >= 0 && address <= 127) begin
            data_out <= rom_data_out;
        end else if (address >= 128 && address <= 223) begin
            data_out <= ram_data_out;
        end else if (address == 8'hF0) begin 
            data_out <= port_in_00;
        end else if (address == 8'hF1) begin
            data_out <= port_in_01;
        end
    end
endmodule
`timescale 1ns / 1ps
module outputs(
    input clk,
    input we,
    input reset,
    input [7:0] address,
    input [7:0] data_in,
    output reg [7:0] port_out_00,
    output reg [7:0] port_out_01
    );
    always @(posedge clk or negedge reset) begin
        if (!reset) begin
            port_out_00 <= 8'h00;               
            port_out_01 <= 8'h00;               
        end 
        else if (we) begin
            case (address)
                8'hE0: port_out_00 <= data_in;  
                8'hE1: port_out_01 <= data_in;  
            endcase
        end
    end
endmodule
`timescale 1ns / 1ps
module ram_96x8(
    input clk,   
    input we,
    input [7:0] address,    
    input [7:0] data_in, 
    output reg [7:0] ram_data_out
    );
    reg [7:0] ram [128:223];  
    reg en;
    always @(address) begin
        if ((address >= 128) && (address <= 223)) begin
            en = 1'b1; 
        end else begin
            en = 1'b0;
        end
    end
    always @(posedge clk) begin
        if (we && en) begin
            ram[address] = data_in;       
        end else if (!we && en) begin
            ram_data_out = ram[address];  
        end
    end
endmodule
`timescale 1ns / 1ps
module rom_128x8(
    input clk,
    input [7:0] address,
    output reg [7:0] rom_data_out
    );
    reg [7:0] rom [0:127];  
    reg en; 
    initial begin
        rom[0] = 8'h86;     
        rom[1] = 8'hAA;       
        rom[2] = 8'h96;       
        rom[3] = 8'hE0;       
        rom[4] = 8'h20;    
        rom[5] = 8'h00;       
    end
    always @(*) begin
        if ((address >= 0) && (address <= 127)) begin
            en = 1'b1; 
        end else begin
            en = 1'b0; 
        end
    end
    always @(posedge clk) begin
        if (en) begin
            rom_data_out <= rom[address]; 
        end
    end
endmodule
`timescale 1ns / 1ps
module top(
    input clk,
    input we,
    input reset,
    input [7:0] address,
    input [7:0] data_in,
    input [7:0] port_in_00,
    input [7:0] port_in_01,
    output [7:0] data_out,
    output [7:0] port_out_00,
    output [7:0] port_out_01
    );
    wire [7:0] rom_data_out;
    wire [7:0] ram_data_out;
    rom_128x8 U1(clk, address, rom_data_out);
    ram_96x8 U2(clk, we, address, data_in, ram_data_out);
    mux U3(address, rom_data_out, ram_data_out, port_in_00, port_in_01, data_out);
    outputs U4(clk, we, reset, address, data_in, port_out_00, port_out_01);
endmodule
File: run.sh
#!/bin/bash
# OpenROAD 26Q1-2900-gdf79404cd8, Yosys 0.63+post, stock flow scripts
make -C /OpenROAD-flow-scripts/flow DESIGN_CONFIG=/design/flow/config.mk WORK_HOME=/design/flow/orfs finish
File: config.mk
export PLATFORM = sky130hd
export DESIGN_NAME = top
export DESIGN_NICKNAME = top
export VERILOG_FILES = /design/flow/design.v
export SDC_FILE = /design/flow/constraint.sdc
export NUM_CORES = 4
export LEC_CHECK = 1
export CORE_UTILIZATION = 30
File: constraint.sdc
current_design top

set clk_period 2.4
set clk_io_pct 0.2

create_clock -name clk0 -period $clk_period [get_ports {clk}]

set non_clock_inputs [all_inputs -no_clocks]
set_input_delay [expr $clk_period * $clk_io_pct] -clock clk0 $non_clock_inputs
set_output_delay [expr $clk_period * $clk_io_pct] -clock clk0 [all_outputs]
==> impl_metrics.env <==
# physical design summary
export IMPL_drive_gt1_share_pct=29.62
export IMPL_violations="negative setup slack"
export IMPL_clkTransAtPathRegs_ns=0.06
export IMPL_critPathArrivalTime_ns=3.47
export IMPL_drv_slew=0
export IMPL_dieWidth_um=482.7
export IMPL_cap_violations=0
export IMPL_cellPowerDensity_mw_per_mm2=723.2
export IMPL_via_per_inst=5.341
export IMPL_vias=51300
export IMPL_place_ws_ns=-2.397
export IMPL_area_growth_pct=42.79
export IMPL_layout_setup_ws_ns=-0.4335
export IMPL_htree_levels=4
export IMPL_unclocked_regs=8
export IMPL_portBuffers=58
export IMPL_fin_crit_ns=2.834
export IMPL_wl_mm=364.7
export IMPL_ys_flops=1831
export IMPL_irDropWorstVdd_mv=0.7959
export IMPL_yosysChipArea_mm2=0.06932
export IMPL_cpPeakStageDelay_ns=0.65
export IMPL_crit_chain="buf_12 > buf_4 > nand4b_1 > buf_12 > buf_4 > nor2_1 > buf_4 > a32oi_1 > buf_4 > nand4_1 > or4_4 > nor4_2 > a31oi_1"
export IMPL_postRouteAntennaNets=0
export IMPL_path_common_cell="buf_4"
export IMPL_worst_pin_slew_ns=0.9792
export IMPL_cp_slowest_cell="or4_4"
export IMPL_grt_max_degree=81
export IMPL_yosys_warnings=5
export IMPL_fillCellCount=20310
export IMPL_hold_path_class="input port to register"
export IMPL_enable_flop_cells=1807
export IMPL_critical_path_max_fanout=17
export IMPL_numCtsBuffers=195
export IMPL_hold_worst_slack_ns=0.05425
export IMPL_grt_pass1_vias=51030
export IMPL_syn_area_mm2=0.06932
export IMPL_grtUsageMet3_pct=28.58
export IMPL_crit_type="input port to register"
export IMPL_die_area_mm2=0.2330
export IMPL_met1_usage_pct=36.22
export IMPL_clk_latency_ns=0.89
export IMPL_drt_initial_drc_count=4732
export IMPL_grt_busiest_layer="met2"
export IMPL_setup_violations=10
export IMPL_wl_per_cell_um=37.98
export IMPL_final_util_pct=43.05
export IMPL_min_period_over_period_pct=118.1
export IMPL_antenna_found_initial=24
export IMPL_untimed_endpoints=16
export IMPL_ys_cells=4133
export IMPL_core_mm2=0.2299
export IMPL_yosysUniqueCellTypes=74
export IMPL_crit_path_end_kind="register"
export IMPL_ff_type="edfxtp_1"
export IMPL_finClkSkew_ns=0.06081
export IMPL_slew_headroom_pct=34.72
export IMPL_drcViolationCount=0
export IMPL_flop_area_mm2=0.05478
export IMPL_cts_root_buf="clkbuf_16"
export IMPL_finalHoldViolations=0
export IMPL_dr_pass1_iters=5
export IMPL_grt_overflow=0
export IMPL_rows=176
export IMPL_synth_cells=4133
export IMPL_cts_tree="yes"
export IMPL_comb_area_mm2=0.01936
export IMPL_routabilityCongestion=1.088
export IMPL_status="finished, violations left"
export IMPL_warning_count=29
export IMPL_grt_usage_pct=33.67
export IMPL_die_h_um=482.7
export IMPL_synth_area_per_cell_um2=16.77
export IMPL_initial_core_util_pct=30.15
export IMPL_cts_buffer_depth=3
export IMPL_grt_pass1_wl_mm=472.4
export IMPL_gr_usage_met2_pct=44.37
export IMPL_required_ns=3.04
export IMPL_leakage_nw=35.54
export IMPL_num_io_pins=59
export IMPL_cp_start_kind="input port"
export IMPL_dpl_hpwl_mm=260.9
export IMPL_clock_fmax_mhz=352.9
export IMPL_rsz0062_at_grt="true"
export IMPL_r2r_slack_ns=-0.33
export IMPL_ys_async_sr_fraction_pct=0.8738
==> placed cells by master (no fill, tap or decap), drive strengths merged, types with 42 or more instances in the layout <==
cell and n:
a21oi 52, a222oi 56, a22o 46, a22oi 363, a32oi 146, and3 58, buf 1294, clkbuf 257
clkdlybuf4s50 42, clkinv 81, conb 1024, edfxtp 1807, nand2 66, nand3 350, nand4 128, nor2 194
nor3 64, nor4 60, o22ai 110
==> state kept, by name, indices dropped and copies added, names as in the netlist <==
signal	flops
U2.ram	1792
U3.data_out	8
U4.port_out_01	8
U4.port_out_00	8
U2.ram_data_out	8
U1.rom_data_out	7
==> power breakdown <==
part           total (mW)  internal, mW  leakage (nW)  switching (mW)
combinational        4.42          1.46          15.1            2.96
sequential           37.1          36.7          17.4           0.451
clock                30.0          17.1          3.04            12.9
==> logic make-up after synthesis <==
| kind of cell | count (synthesis) | synth area share, % |
|---|---|---|
| muxes | 28 | 0.4350 |
| AOI/OAI and AO/OA | 919 | 10.25 |
| xor gates and xnor gates | 2 | 0.02528 |
| latches | 8 | 0.1733 |
| DFF | 1823 | 78.86 |
| and+or+nand+nor | 1027 | 8.053 |
| buffers and inverters | 325 | 2.195 |
| other | 1 | 0.005410 |
==> path summary, 6_finish.rpt <==
kind / from / endpoint / cells past startpoint
max reg2reg: U2.ram[118][4]$_DFFE_PP_ / U2.ram_data_out[4]$_DFFE_PP_ / 8
max in group asynchronous: reset / U4.port_out_01[1]$_DFFE_PN0P_ / 2
min in group asynchronous: reset / U4.port_out_00[0]$_DFFE_PN0P_ / 2
min reg2reg: U4.port_out_01[4]$_DFFE_PN0P_ / U4.port_out_01[4]$_DFFE_PN0P_ / 1
max: address[2] / U2.ram_data_out[7]$_DFFE_PP_ / 13
min: data_in[7] / U2.ram[70][7]$_DFFE_PP_ / 1
==> per-layer routing <==
layer | wire, um | part of all wire [%]
met1 | 111200 | 30
met4 | 29170 | 8.0
met5 | 1000 | 0.27
met2 | 150500 | 41
met3 | 72930 | 20
==> per-stage QoR <==
step	setup TNS, ns	instance area [um2]	instances	total power, mW
after global placement	-437.95	89220	9083	41.55
after floorplan	-33.18	74470	5156	38.80
after CTS	-1.116	98070	9536	71.62
final	-2.115	98970	9604	71.58
after global routing	-2.101	98910	9580	73.20
after detailed placement	-447.20	89220	9083	41.62
==> synthesized netlist by cell type, drive strengths merged, types with 56 or more instances <==
master | instances | area share [%]
o22ai | 110 | 0.99
nor2 | 194 | 1.1
a222oi | 56 | 0.81
nor3 | 64 | 0.46
a22oi | 363 | 3.9
edfxtp | 1807 | 78
and3 | 58 | 0.52
clkbuf | 122 | 0.66
nand3 | 350 | 2.5
buf | 196 | 1.5
nand4 | 128 | 1.2
nand2 | 66 | 0.36
a32oi | 146 | 1.8
nor4 | 60 | 0.55
==> worst max-delay path: cells and delay by family <==
kind | cells | cell delay, ns
compound gates | 2 | 0.55
simple gates | 5 | 1.37
buf+inv | 6 | 1.03
==> area by class of cell <==
class | count | share of cell area [%]
timing repair buffer | 1343 | 14.82
sequential | 1831 | 55.35
clock inverter | 108 | 1.119
multi-input combinational | 3001 | 19.56
clock buffer | 252 | 5.211
tap | 3026 | 3.825
inverter | 7 | 0.02781
antenna | 36 | 0.09102
==> timing repair <==
| action | 4_1_cts | 5_1_grt |
|---|---|---|
| resized | 342 | 92 |
| hold endpoints to repair | 7 | 0 |
| buffers inserted | 93 | 33 |
| pin swaps | 97 | 62 |
| endpoints found under the setup margin | 8 | 8 |
| hold buffers | 1 | 0 |
| cloned | 6 | 3 |
Power figures rest on the tool's default switching activity, not on a simulated workload.
